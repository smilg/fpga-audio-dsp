<file path="./design.v">
`timescale 1ns/1ps
`default_nettype none
module sram_interface(clk, rd_addr, rd_data, wr_ena, wr_addr, wr_data, mem_addr, data, w_en, o_en, c_en);
input wire clk;
input wire [18:0] rd_addr;
output logic [7:0] rd_data;
input wire [18:0] wr_addr;
input wire [7:0] wr_data;
input wire wr_ena;
output logic [18:0] mem_addr;
inout logic [7:0] data;
output logic o_en, w_en, c_en;     
assign data = wr_ena ? wr_data : 8'bz;
always_comb begin
    w_en = ~wr_ena;
    mem_addr = wr_ena ? wr_addr : rd_addr;
    o_en = 0;
    c_en = 0;
end
always_ff @(posedge clk) begin
    if(wr_ena) begin
        rd_data <= data;
    end
end
endmodule
</file>
<file path="./run.sh">
#!/bin/bash
# OpenROAD 26Q1-2900-gdf79404cd8, Yosys 0.63+post, stock flow scripts
make -C /OpenROAD-flow-scripts/flow DESIGN_CONFIG=/design/flow/config.mk WORK_HOME=/design/flow/orfs finish
</file>
<file path="./config.mk">
export PLATFORM = sky130hd
export DESIGN_NAME = sram_interface
export DESIGN_NICKNAME = sram_interface
export VERILOG_FILES = /design/flow/design.v
export SDC_FILE = /design/flow/constraint.sdc
export NUM_CORES = 4
export LEC_CHECK = 1
export CORE_AREA = 10 10 78 78
export DIE_AREA = 0 0 88 88
</file>
<file path="./constraint.sdc">
current_design sram_interface

set clk_period 1.0
set clk_io_pct 0.2

create_clock -name clk0 -period $clk_period [get_ports {clk}]

set non_clock_inputs [all_inputs -no_clocks]
set_input_delay [expr $clk_period * $clk_io_pct] -clock clk0 $non_clock_inputs
set_output_delay [expr $clk_period * $clk_io_pct] -clock clk0 [all_outputs]
</file>
==> impl_metrics.toml <==
# yosys + openroad results
[synth]
synth_stat.cells = 41
synthCells = 41
yosys-stat-area_um2 = 630.6
synth_flops = 8
yosysWarnings = 2
ys_seq_share = 0.3810
synth.cell_area_um2 = 630.6
yosysUniqueCellTypes = 6
synth.avg_cell_area_um2 = 15.38

[floorplanning]
die_y_um = 88
rows = 24
fp_util = 0.1429
dieWidth_um = 88
boundaryPins = 86

[placement]
place_hpwl_um = 2666
io_buffers = 75
routabilityCongestion = 0.6952
dp_slack_ns = -0.8633
dp.cells = 159

[clocking]
root_buffer = "clkbuf_8"
cts.htree.levels = 1
cts_inserted_buffers = 3
clock_sinks = 8
cts_buffer_depth = 2
cts_hold_buf = 0

[grt]
grt_max_degree = 9

[run_status]
outcome = "did not finish"
failed_stage = "global routing"
error = "[ERROR RSZ-0074] Failed to build tree from global routes for pin 'input48/X' and net 'wr_data[7]' at grid (17250, 31050): found route to 1 pins, expected 2"
[metrics by stage]
stage | cell area, um2 | power [mW]
floorplan | 634.4 | 0.5446
global placement | 1380 | 0.9170
detailed placement | 1380 | 0.9194
CTS | 1496 | 1.306
[cells in the mapped netlist]
master / n / area (um2)
buf_4: 10 / 75.07
buf_6: 2 / 22.52
conb_1: 1 / 3.750
edfxtp_1: 8 / 240.2
inv_1: 1 / 3.750
mux2_4: 19 / 285.3
[logic make-up after synthesis]
| logic type | after synthesis | synth area share |
|---|---|---|
| other | 1 | 0.005947 |
| DFF | 8 | 0.3810 |
| muxes | 19 | 0.4524 |
| buffers and inverters | 13 | 0.1607 |
[repair_timing]
item / CTS
setup buffers: 3
gates cloned: 3
resized: 136
endpoints found under the setup margin: 36
Power is estimated from default activity; no workload was simulated.
